File: flow/design.v
`timescale 1ns / 1ps
module Memory(
    input [31:0] Adress,
    input [31:0] WriteData,
    input MemRead,
    input MemWrite,
    input clk,
    output reg [31:0] MemData,
	 input [31:0] SW,
	 output reg [31:0] LED
    );
reg[31:0]mem[31:0];  
initial begin
		mem[0] = 32'b10001100010000010000000000001111; 
		mem[1] = 32'b00100000010000000000000000000010;
		mem[2] = 32'b00000000000000010000000000100000;
		mem[3] = 32'b10101100010000000000000000010000;						
		mem[4] = 32'b00001011111111111111111111111011;
		mem[5] = 32'h00000000; 		
		mem[6] = 32'h00000000; 
		mem[7] = 32'h00000000; 		
		mem[8] = 32'h00000000; 
		mem[9] = 32'h00000000; 		
		mem[10] = 32'h00000000; 
		mem[11] = 32'h00000000; 		
		mem[12] = 32'h00000000; 
		mem[13] = 32'h00000000; 		
		mem[14] = 32'h00000000;
		mem[15] = 32'h00000000; 		
		mem[16] = 32'h00000000; 
		mem[17] = 32'h00000000; 		
		mem[18] = 32'h00000000; 
		mem[19] = 32'h00000000; 		
		mem[20] = 32'h00000000; 
		mem[21] = 32'h00000000; 		
		mem[22] = 32'h00000000; 
		mem[23] = 32'h00000000; 		
		mem[24] = 32'h00000000; 		
		mem[25] = 32'h00000000; 		
		mem[26] = 32'h00000000; 		
		mem[27] = 32'h00000000; 		
		mem[28] = 32'h00000000; 
		mem[29] = 32'h00000000; 		
		mem[30] = 32'h00000000; 
		mem[31] = 32'h00000000; 				
end
always @(mem[16])
		LED = mem[16];
wire[4:0] addressLBits = Adress & 5'b11111;
always @(MemRead or addressLBits)
begin		
	if(MemRead)
	begin
		MemData = mem[addressLBits];		
	end
end
always @(negedge clk)
begin		
	if(MemWrite)
	begin
		mem[addressLBits] = WriteData;
	end
	mem[15] = SW;
end
endmodule
File: flow/run.sh
#!/bin/bash
# OpenROAD 26Q1-2900-gdf79404cd8, Yosys 0.63+post, stock flow scripts
make -C /OpenROAD-flow-scripts/flow DESIGN_CONFIG=/design/flow/config.mk WORK_HOME=/design/flow/orfs finish
File: flow/constraint.sdc
current_design Memory

set clk_period 4.2
set clk_io_pct 0.2

create_clock -name clk0 -period $clk_period [get_ports {clk}]

set non_clock_inputs [all_inputs -no_clocks]
set_input_delay [expr $clk_period * $clk_io_pct] -clock clk0 $non_clock_inputs
set_output_delay [expr $clk_period * $clk_io_pct] -clock clk0 [all_outputs]
File: flow/config.mk
export PLATFORM = sky130hd
export DESIGN_NAME = Memory
export DESIGN_NICKNAME = Memory
export VERILOG_FILES = /design/flow/design.v
export SDC_FILE = /design/flow/constraint.sdc
export NUM_CORES = 4
export LEC_CHECK = 1
export CORE_UTILIZATION = 50
==> results.md <==
| Step | Result | Value |
|:---|:---|:---|
| floorplanning | Chip Height | 282.1 µm |
| layout | Fraction of layout instances using a drive strength above 1 | 0.1249 |
| drt | Residual antenna-violating net count after detailed routing | 0 |
| worst setup path | Delay contributed by the slowest stage of the critical path | 0.49 ns |
| power and ir drop | Maximum resistive drop on vdd | 0.3871 mV |
| clock network | Number of buffers created by CTS | 110 |
| worst setup path | Worst endpoint data arrival time | 3.44 ns |
| worst setup path | Master of the slowest instance on the critical path | edfxtp_1 |
| drt | Initial detailed-routing violation count | 1,101 |
| floorplanning | Placeable core area | 77,590 µm² |
| sta | Endpoints left unconstrained | 64 |
| sta | Number of endpoints with negative hold slack in the final report | 0 |
| run status | Run status | finished with violations |
| worst setup path | Sum of buffers and inverters on the critical path | 1 |
| worst setup path | Cell Chain, Critical Path | buf_2 |
| synthesis | Biggest combinational cell group after synthesis | multiplexers |
| worst setup path | Worst setup path startpoint | mem[16][1]$_DFFE_NP_ |
| place | Number of port buffers | 135 |
| synthesis | Post-synthesis compound-gate area fraction | 0.04097 |
| drt | Wire length after detailed routing | 96,850 µm |
| sta | Post-Route Setup TNS | -0.1492 ns |
| drt | Post-detailed-route DRC marker count | 0 |
| synthesis | Area share of the leading cell type in the synthesized netlist | 0.7592 |
| worst setup path | Maximum fanout along the worst path | 2 |
| floorplanning | Floorplan Utilization | 0.5057 |
| synthesis | Summed instance area of the synthesized netlist | 39,240 µm² |
| sta | Setup repair after global routing missed its margin | yes |
| drt | Total iterations of the first detailed-routing run | 7 |
| synthesis | Chip area from the yosys synthesis statistics | 39,240 µm² |
| hold path | Source of the worst hold timing path | SW[5] |
| sta | Remaining max-slew budget at the tightest pin | 0.2097 |
| synthesis | Average footprint of a synthesized cell | 18.62 µm² |
| run status | Failing checks | negative setup slack |
| global route | Number of global-route vias before repair | 26,620 |
| global route | Maximum number of pins on one net before global-route repair | 109 |
| floorplanning | Total die size | 79,600 µm² |
| worst setup path | Required time of the critical path | 3.36 ns |
| hold path | Worst min-delay path class | input port to flop |
| synthesis | Mapped Cells | 2,107 |
| synthesis | Distinct lib cells used | 25 |
| sta | Transition time at the pin with the least slew margin | 1.175 ns |
| sta | Final setup margin | -0.08135 ns |
| place | Routability congestion estimate | 0.8614 |
| clock network | CTS tree | built |
| power and ir drop | Static power due to leakage | 22.17 nW |
| synthesis | Warning count from the yosys run | 1 |
| worst setup path | Worst Setup End Kind | output pin |
| floorplanning | Die boundary width | 282.1 µm |
| synthesis | Ranking of synthesized cells by area | edfxtp_1 (76%), mux2i_1 (13%), o22ai_1 (4.1%) |
| run | Tool Warnings | 1,060 |
| synthesis | Post-synthesis register bit count | 1,056 |
| drt | Via count | 23,740 |
| layout | P&R area growth vs syn | 30.05% |
| worst setup path | Cell family with most CP delay | flip-flops |
| global route | Global-route wire length before repair | 143,200 µm |
| clock network | Clk pin slew, worst setup/hold paths | 0.04 ns |
| sta | Setup violators final | 4 |
| power and ir drop | Power density over the cells | 511.8 nW/µm² |
| clock network | Bufs on Longest Clock Path | 3 |
| synthesis | Fraction of synthesized area in multiplexers | 0.1306 |
| synthesis | Total cells reported by yosys after synthesis | 2,107 |
| clock network | Clk root buf | clkbuf_16 |
| floorplanning | Number of ports placed on the die boundary | 163 |
| global route | Total grt overflow | 0 |
| drt | Vias per std cell | 5.202 |
| synthesis | Area fraction in xor and xnor cells | 0 |
| worst setup path | Sort of element at the start of the critical path | flop |
| global route | Global-route usage over all layers | 0.2764 |
| drt | WL per Instance | 21.23 µm |
| synthesis | AND/OR/NAND/NOR Cells, Area Fraction | 0.02267 |
| run | Count of max-cap constraint violations | 0 |
| place | Final HPWL from detailed placement | 55,520 µm |
| synthesis | Leading area contributor after synthesis | edfxtp_1 |
| global route | Antenna violations before repair | 2 |
| clock network | Number of H-tree levels | 3 |
| worst setup path | Type of the setup path with the least slack | flop to output pin |
| sta | Final Slew Violations | 0 |
| floorplanning | Row count | 102 |
| sta | Number of register pins that no clock reaches | 32 |
| place | Pre-CTS setup slack | -0.6672 ns |
| synthesis | Area share of fa/ha/maj cells after synthesis | 0 |
layout make-up:
| type | count | area [µm²] |
|---|---|---|
| clock inverter | 1113 | 4821 |
| clock buffer | 110 | 2753 |
| timing repair buffer | 319 | 3313 |
| antenna | 1 | 2.502 |
| multi-input combinational | 924 | 7930 |
| sequential | 1056 | 30910 |
| tap | 1040 | 1301 |
| fill | 5167 | 26560 |
registers in the layout, indices dropped and copies added, names as in the netlist:
register  cells
mem        1024
MemData      32
per-stage QoR:
| step | cell area, µm² | total power (W) | hold WS, ns | instances | utilization |
|---|---|---|---|---|---|
| 2_1_floorplan | 39550 | 0.01358 | 2.968 | 2107 | - |
| 3_3_place_gp | 43390 | 0.01417 | 3.388 | 3316 | 0.5591 |
| 3_5_place_dp | 43390 | 0.01419 | 3.392 | 3316 | 0.5591 |
| 4_1_cts | 50940 | 0.02655 | 2.681 | 4555 | 0.6565 |
| 5_1_grt | 51030 | 0.02786 | 2.685 | 4562 | 0.6576 |
| 6_report | 51030 | 0.02612 | 2.709 | 4563 | 0.6577 |
cell families after synthesis:
| family | count (synthesis) |
|---|---|
| multiplexers | 512 |
| buffers and inverters | 127 |
| AND/OR/NAND/NOR | 156 |
| AND-OR/OR-AND | 256 |
| latches | 32 |
| flip-flops | 1024 |
metal layers:
layer | track usage | up-vias | wire length, µm
met1 | 0.3539 | 11210 | 35000
met5 | 0.007326 | - | 0
met3 | 0.1996 | 114 | 12920
met4 | 0.1121 | 0 | 2210
met2 | 0.3808 | 1193 | 46720
li1 | - | 11220 | -
layout by cell type (no fill, tap or decap), types with 19 or more instances in the layout:
| cell type | n |
|---|---|
| buf_2 | 30 |
| dfxtp_1 | 32 |
| buf_12 | 56 |
| bufinv_16 | 19 |
| clkdlybuf4s50_1 | 99 |
| clkinvlp_2 | 28 |
| dlxtp_1 | 32 |
| nor4_1 | 64 |
| inv_1 | 1047 |
| nand2_1 | 34 |
| edfxtp_1 | 992 |
| mux2i_1 | 512 |
| buf_4 | 126 |
| nor2_4 | 27 |
| clkbuf_16 | 112 |
| o22ai_1 | 255 |
final timing paths:
path / end / slack [ns] / cells past startpoint
max: LED[1] / -0.08 / 1
min: mem[15][5]$_DFF_N_ / 2.71 / 1
synthesized netlist by cell type:
master,number
nand4bb_1,6
nand4b_1,4
nor2_1,28
edfxtp_1,992
buf_6,13
dlxtp_1,32
dfxtp_1,32
inv_1,1
mux2i_1,512
or3_1,1
clkbuf_1,19
nand3b_1,4
or4_4,1
nand2_1,34
or3b_2,3
or4b_4,1
or4b_1,3
buf_4,6
nand4_1,1
nor4_1,64
o22ai_2,1
o22ai_1,255
nand3_1,2
buf_2,88
nor3_1,4
where the power goes:
group	internal [W]	switching, W
Sequential	0.0115	0.0000377
Combinational	0.000435	0.000674
Clock	0.00723	0.00627
Total	0.0191	0.00698
timing repair:
item	CTS	global route
pin swaps	0	2
endpoints found under the setup margin	32	159
hold buffers	0	0
setup buffers	17	5
gates resized	95	5
gates cloned	0	2
No activity file was given, so power comes from the tool's default toggle rates.
