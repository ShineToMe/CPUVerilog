===== /design/flow/run.sh =====
#!/bin/bash
# OpenROAD 26Q1-2900-gdf79404cd8, Yosys 0.63+post, stock flow scripts
make -C /OpenROAD-flow-scripts/flow DESIGN_CONFIG=/design/flow/config.mk WORK_HOME=/design/flow/orfs finish

===== /design/flow/config.mk =====
export PLATFORM = sky130hd
export DESIGN_NAME = SimpleRegister
export DESIGN_NICKNAME = SimpleRegister
export VERILOG_FILES = /design/flow/design.v
export SDC_FILE = /design/flow/constraint.sdc
export NUM_CORES = 4
export LEC_CHECK = 1
export CORE_AREA = 10 10 95 95
export DIE_AREA = 0 0 105 105

===== /design/flow/constraint.sdc =====
current_design SimpleRegister

set clk_period 1.0
set clk_io_pct 0.2

create_clock -name clk0 -period $clk_period [get_ports {clk}]

set non_clock_inputs [all_inputs -no_clocks]
set_input_delay [expr $clk_period * $clk_io_pct] -clock clk0 $non_clock_inputs
set_output_delay [expr $clk_period * $clk_io_pct] -clock clk0 [all_outputs]

===== /design/flow/design.v =====
`timescale 1ns / 1ps
module SimpleRegister(
    input clk,
    input reset,
    input [31:0] d,
    output reg [31:0] q
    );
always @(negedge clk)
begin
	if(reset)
		q = 32'b0;	
	else 
		q = d;
end
endmodule

==> git commit body <==
Add synthesis and place-and-route results

* Vertical extent of the die: 105 µm
- In this run the deepest clock path goes through 2 buffers.
* Pre-Place Util: 12.6%
* Syn. warnings: 1
- Die width: 105 µm
- Grouping stages by cell kind, the critical path spends the most delay in flip-flops.
* Violation count after the first detailed-routing iteration: 7
* Number of buffer and inverter stages on the critical path: 1
* Global-route wire length before repair: 4440 µm
- The total overflow left after global routing is 0.
- Buffers inserted by post-CTS timing repair: 0
* Crit path cell chain: buf_2
- The number of maximum-capacitance violations recorded for the run is 0.
- Routing resource usage on met1 recorded by global route was 4.63%.
- In the global route stage, met2 resource usage came out at 7.38%.
- Entering global routing, the biggest net connects 17 pins.
- RSZ-0062 raised after global routing: yes
- Startpoint types: register
- Netlist area before placement: 867 µm²
- Count of buffers from port buffering: 65
- Number of logged tool warnings: 59
- For reference, the most critical setup path is categorized as register to output pin.
- # diodes: 0
- The tightest hold path in the finished design has a slack of 590 ps.
- The total area inside the core boundary comes to 6910 µm².
* Routed wire length: 2940 µm
- The flow reported a cell area power density of 1720 nW/µm².
- The OpenROAD report gives the critical path a data arrival time of 1240 ps.
- Final tally of setup violations: 32
- Overall track demand over capacity in global routing: 4.99%
- The timing report gives the biggest stage delay along the critical path as 290 ps.
* Top-level I/O count: 66
- CP max stage cell: dfxtp_1
- The final layout reports a setup TNS of -13,600 ps.
- Sequential-to-total area share from yosys stat: 73.9%
- Clock-pin slew was measured on the worst setup and hold paths at 30 ps.
- After synthesis the netlist holds a flip-flop and latch count of 32.
- The clock net in this run drives a total of 32 sinks.
- Req. time, crit path: 800 ps
- The final report gives the core utilization as 25.4%.
* Share of post-route cells with drive strength above 1: 29.4%
- The netlist uses 4 different library cells.
* Violated checks: negative setup slack
* Number of buffers added by the clock tree synthesis step: 5
* Highest net fanout along the worst path: 1
- Global route summary, busiest routing layer listed as met2.
- Final instance count without filler cells: 266
* Hold WC Path Type: primary input to register
- In this run the core area contains 30 standard-cell rows.
- First-pass iteration count of the detailed router: 3
- HPWL after detailed placement: 2150 µm
* Clock root cell: clkbuf_8
* Total via count after detailed routing: 812
- After its last routability iteration, the placer logged a weighted congestion of 0.646.
- The largest total area in the synthesized netlist belongs to dfxtp_1.
- Endpoint kind of the worst setup timing path: output pin
- The number of antenna violations at the first check in global routing was 0.
- For this design, Yosys synthesis ends with a cell count of 68.
- Looking at the max-slew report, the worst-margin pin has a slew of 159 ps.
- The script logs the ratio of routed vias to standard cells as 3.05.
* DRC: 0
- Largest register FFs: 32
- The highest supply drop recorded on VDD is 0.405 mV.
- Per the post-synthesis report, the number of cells in the design is 68.
- TritonCTS built the clock tree.
* Hold Vio Cnt, Final: 0
* Global-route track usage on met3: 4.04%
- Status: complete, but fails checks
- Once routing completed, OpenROAD measured the worst setup slack at -438 ps.
- Summed over all cells, the static leakage comes to 0.956 nW.
- For this run, the chip area from Yosys synthesis comes to 867 µm².
* Fillers: 760
- The max-slew check reports its worst relative slack as 89.4%.
- In this run the remaining antenna-violating nets after routing total 0.
- Largest cells by area after synthesis: dfxtp_1, nor2b_1, buf_4
- The detailed placer reported the number of placed instances as 227.
- Number of buffers inserted by hold repair at cts: 0
- Signed area change from the synthesized netlist to the final layout: 103%
- Number of global-route vias before repair: 940
- Drt wl/cell: 11.1 µm
- H-tree depth: 2
- Avg Synthesized Cell Area: 12.8 µm²
* Final Slew Violations: 0
- Dominant cell area share: 73.9%
- Minimum setup slack after placement: -613 ps
- According to the floorplan report, the total die area is 11,000 µm².
## metrics by stage
stage	power, W	area (µm²)
2_1_floorplan	0.00163	867
3_3_place_gp	0.00191	1640
3_5_place_dp	0.00191	1640
4_1_cts	0.00316	1700
5_1_grt	0.00335	1760
6_report	0.00303	1760
## cells in the final DEF, fill, tap and decap left out, drive strengths merged
master | netlist | final
dfxtp | 32 | 32
inv | 1 | 32
clkbuf | 0 | 5
dlygate4sd2 | 0 | 2
clkdlybuf4s50 | 0 | 21
clkdlybuf4s15 | 0 | 1
clkinvlp | 0 | 2
buf | 3 | 34
dlymetal6s2s | 0 | 9
nor2b | 32 | 32
## cell families (layout without fill, tap and decap cells)
| logic type | after synthesis | count (layout) | share of synthesized area [%] |
|---|---|---|---|
| buffers and inverters | 4 | 106 | 3.03 |
| DFF | 32 | 32 | 73.9 |
| and+or+nand+nor | 32 | 32 | 23.1 |
## cell usage after synthesis (all sizes together)
master  instances
buf             3
dfxtp          32
inv             1
nor2b          32
## worst paths after layout
check                   end  start  slack [ps]  cells past startpoint
worst min-delay path  q[21]  d[21]         590                      2
worst max-delay path  q[23]  q[23]        -440                      1
## layout make-up
cell class | count | area, µm² | share of cell area [%]
Multi-Input combinational cell | 32 | 235 | 13.4
Clock buffer | 5 | 68.8 | 3.92
Tap cell | 96 | 120 | 6.84
Timing Repair Buffer | 67 | 559 | 31.8
Clock inverter | 34 | 130 | 7.41
Sequential cell | 32 | 643 | 36.6
## metal layers
metal	share of wire (%)	routed length (µm)
met2	43	1270
met3	13	388
met5	0	0
met4	3.5	104
met1	40	1180
## what timing repair did
action                     in CTS  in global routing
cloned                          1                  0
resized                       106                 18
setup endpoints to repair      64                 40
## report_power, final
part           internal, W  leakage [nW]  switching (W)  total (W)
registers          0.00136         0.267      0.0000127    0.00137
clock network     0.000631         0.207       0.000755    0.00139
logic             0.000202         0.482      0.0000706   0.000273
total              0.00219         0.956       0.000838    0.00303
Power and IR drop assume default switching activity.
